==> design/flow/config.mk <==
export PLATFORM = sky130hd
export DESIGN_NAME = barrel_shift_16bit
export DESIGN_NICKNAME = barrel_shift_16bit
export VERILOG_FILES = /design/flow/design.v
export SDC_FILE = /design/flow/constraint.sdc
export NUM_CORES = 4
export LEC_CHECK = 1
export CORE_AREA = 10 10 72 72
export DIE_AREA = 0 0 82 82
==> design/flow/constraint.sdc <==
current_design barrel_shift_16bit

set clk_period 1.9
set clk_io_pct 0.2

create_clock -name clk0 -period $clk_period

set non_clock_inputs [all_inputs -no_clocks]
set_input_delay [expr $clk_period * $clk_io_pct] -clock clk0 $non_clock_inputs
set_output_delay [expr $clk_period * $clk_io_pct] -clock clk0 [all_outputs]
==> design/flow/design.v <==
module mux2 (input wire i0, i1, j, output wire o);
  assign o = (j==0)?i0:i1;
endmodule
module barrel_shift_16bit (input [15:0] in,input [3:0] ctrl,output [15:0] out);
  wire [15:0] x,y,z;
mux2 mux_15(in[15],1'b0,ctrl[3],x[15]);
mux2 mux_14(in[14],1'b0,ctrl[3],x[14]);
mux2 mux_13(in[13],1'b0,ctrl[3],x[13]);
mux2 mux_12(in[12],1'b0,ctrl[3],x[12]);
mux2 mux_11(in[11],1'b0,ctrl[3],x[11]);
mux2 mux_10(in[10],1'b0,ctrl[3],x[10]);
mux2 mux_9(in[9],1'b0,ctrl[3],x[9]);
mux2 mux_8(in[8],1'b0,ctrl[3],x[8]);
mux2 mux_7(in[7],in[15],ctrl[3],x[7]);
mux2 mux_6(in[6],in[14],ctrl[3],x[6]);
mux2 mux_5(in[5],in[13],ctrl[3],x[5]);
mux2 mux_4(in[4],in[12],ctrl[3],x[4]);
mux2 mux_3(in[3],in[11],ctrl[3],x[3]);
mux2 mux_2(in[2],in[10],ctrl[3],x[2]);
mux2 mux_1(in[1],in[9],ctrl[3],x[1]);
mux2 mux_0(in[0],in[8],ctrl[3],x[0]);
mux2 mux_31(x[15],1'b0,ctrl[2],y[15]);
mux2 mux_30(x[14],1'b0,ctrl[2],y[14]);
mux2 mux_29(x[13],1'b0,ctrl[2],y[13]);
mux2 mux_28(x[12],1'b0,ctrl[2],y[12]);
mux2 mux_27(x[11],x[15],ctrl[2],y[11]);
mux2 mux_26(x[10],x[14],ctrl[2],y[10]);
mux2 mux_25(x[9],x[13],ctrl[2],y[9]);
mux2 mux_24(x[8],x[12],ctrl[2],y[8]);
mux2 mux_23(x[7],x[11],ctrl[2],y[7]);
mux2 mux_22(x[6],x[10],ctrl[2],y[6]);
mux2 mux_21(x[5],x[9],ctrl[2],y[5]);
mux2 mux_20(x[4],x[8],ctrl[2],y[4]);
mux2 mux_19(x[3],x[7],ctrl[2],y[3]);
mux2 mux_18(x[2],x[6],ctrl[2],y[2]);
mux2 mux_17(x[1],x[5],ctrl[2],y[1]);
mux2 mux_16(x[0],x[4],ctrl[2],y[0]);
mux2 mux_47(y[15],1'b0,ctrl[1],z[15]);
mux2 mux_46(y[14],1'b0,ctrl[1],z[14]);
mux2 mux_45(y[13],y[15],ctrl[1],z[13]);
mux2 mux_44(y[12],y[14],ctrl[1],z[12]);
mux2 mux_43(y[11],y[13],ctrl[1],z[11]);
mux2 mux_42(y[10],y[12],ctrl[1],z[10]);
mux2 mux_41(y[9],y[11],ctrl[1],z[9]);
mux2 mux_40(y[8],y[10],ctrl[1],z[8]);
mux2 mux_39(y[7],y[9],ctrl[1],z[7]);
mux2 mux_38(y[6],y[8],ctrl[1],z[6]);
mux2 mux_37(y[5],y[7],ctrl[1],z[5]);
mux2 mux_36(y[4],y[6],ctrl[1],z[4]);
mux2 mux_35(y[3],y[5],ctrl[1],z[3]);
mux2 mux_34(y[2],y[4],ctrl[1],z[2]);
mux2 mux_33(y[1],y[3],ctrl[1],z[1]);
mux2 mux_32(y[0],y[2],ctrl[1],z[0]);
mux2 mux_63(z[15],1'b0,ctrl[0],out[15]);
mux2 mux_62(z[14],z[15],ctrl[0],out[14]);
mux2 mux_61(z[13],z[14],ctrl[0],out[13]);
mux2 mux_60(z[12],z[13],ctrl[0],out[12]);
mux2 mux_59(z[11],z[12],ctrl[0],out[11]);
mux2 mux_58(z[10],z[11],ctrl[0],out[10]);
mux2 mux_57(z[9],z[10],ctrl[0],out[9]);
mux2 mux_56(z[8],z[9],ctrl[0],out[8]);
mux2 mux_55(z[7],z[8],ctrl[0],out[7]);
mux2 mux_54(z[6],z[7],ctrl[0],out[6]);
mux2 mux_53(z[5],z[6],ctrl[0],out[5]);
mux2 mux_52(z[4],z[5],ctrl[0],out[4]);
mux2 mux_51(z[3],z[4],ctrl[0],out[3]);
mux2 mux_50(z[2],z[3],ctrl[0],out[2]);
mux2 mux_49(z[1],z[2],ctrl[0],out[1]);
mux2 mux_48(z[0],z[1],ctrl[0],out[0]);
endmodule
==> design/flow/run.sh <==
#!/bin/bash
# OpenROAD 26Q1-2900-gdf79404cd8, Yosys 0.63+post, stock flow scripts
make -C /OpenROAD-flow-scripts/flow DESIGN_CONFIG=/design/flow/config.mk WORK_HOME=/design/flow/orfs finish
==> impl_metrics.env <==
# source this file to load flow results
export IMPL_outcome="complete, but fails checks"
export IMPL_violated_checks="setup timing"
export IMPL_ranking_of_synthesized_cells_by_area="sky130_fd_sc_hd__mux2i_1 34%, sky130_fd_sc_hd__buf_4 19%, sky130_fd_sc_hd__mux4_2 9.1%"
export IMPL_design_core_area_um2=3689
export IMPL_netlist_cell_type_count=21
export IMPL_seq_cells=0
export IMPL_post_route_cells_drive_above_1_share=0.6536
export IMPL_largest_area_cell="sky130_fd_sc_hd__mux2i_1"
export IMPL_ioPinCount=36
export IMPL_cp_start_kind="primary input"
export IMPL_net_switching_power_mw=0.1672
export IMPL_max_clock_freq_mhz=510.3
export IMPL_worstPathMaxFanout=6
export IMPL_data_required_time_at_the_worst_endpoint_ns=1.52
export IMPL_worst_slew_pin_transition_ns=0.3100
export IMPL_hold_path_class="primary input to primary output"
export IMPL_seq_area_um2=0
export IMPL_power_share_sequential=0
export IMPL_final_min_period_over_clock_period=1.031
export IMPL_worst_slack_ns=-0.05952
export IMPL_syn_instance_count=99
export IMPL_total_die_size_um2=6724
export IMPL_critical_path_top_cell_by_count="sky130_fd_sc_hd__buf_8"
export IMPL_power_frac_comb=1.000
export IMPL_hold_depth=4
export IMPL_crit_path_max_incr_delay_ns=0.47
export IMPL_power_per_unit_of_standard_cell_area_nw_per_um2=261.6
export IMPL_critical_path_endpoint_type="primary output"
export IMPL_max_vdd_ir_drop_v=0.0001202
export IMPL_placementRows=22
export IMPL_power_internal_mw=0.2239
export IMPL_synth_largest_type_area_fraction=0.3361
export IMPL_synth_top_cell_by_count="sky130_fd_sc_hd__mux2i_1"
export IMPL_crit_type="primary input to primary output"
export IMPL_post_syn_area_um2=744.5
export IMPL_nClkBuffers=0
export IMPL_initial_antenna_violation_count=0
export IMPL_fillers=352
export IMPL_ys_seq_frac=0
export IMPL_standby_leakage_power_nw=0.6836
export IMPL_cp_buffers_inverters=5
export IMPL_initCoreUtil=0.2018
export IMPL_yosys_area_um2=744.5
export IMPL_final_max_slew_violation_count=0
export IMPL_final_setup_viol_count=7
export IMPL_grt_overflow_total=0
export IMPL_routed_wl_um=3167
export IMPL_cpLargestDelayFamily="multiplexers"
export IMPL_first_global_vias=1012
export IMPL_min_delay_start="ctrl[1]"
export IMPL_netSwitchingFraction=0.4274
export IMPL_ys_warnings_count=0
export IMPL_worst_slew_margin_rel=0.7874
export IMPL_dpl_hpwl_um=1987
export IMPL_number_of_iterations_in_the_first_detailed_routing_pass=4
export IMPL_area_growth_pct=100.8
export IMPL_grt_pass1_wl_um=4885
export IMPL_place_port_buffers=36
export IMPL_log_warning_count=34
export IMPL_antenna_left=0
export IMPL_power_mw=0.3911
export IMPL_critical_path_slowest_cell="sky130_fd_sc_hd__mux4_2"
export IMPL_period_minus_slack_ns=1.960
export IMPL_layout_core_utilization=0.4054
export IMPL_synth_cells_most_frequent="25 x sky130_fd_sc_hd__mux2i_1, 19 x sky130_fd_sc_hd__buf_4, 13 x sky130_fd_sc_hd__nor2_1, 5 x sky130_fd_sc_hd__a21oi_1, 5 x sky130_fd_sc_hd__o22ai_1"
export IMPL_n_antenna_cell=0
export IMPL_cap_violations=0
export IMPL_worst_hold_path_endpoint="out[14]"
export IMPL_dieHeight_um=82
export IMPL_placed_cells_incl_taps=181
export IMPL_critPathArrivalTime_ns=1.58
export IMPL_p_clk_frac=0
export IMPL_avgSynthCellArea_um2=7.520
export IMPL_dp_slack_ns=-0.8312
export IMPL_globalRouteTotalUtil=0.08943
export IMPL_grt_start_max_net_pins=13
export IMPL_gp_congestion=0.9350
export IMPL_count_of_unresolved_drc_violations_after_routing=0
export IMPL_crit_chain="buf_8, buf_12, buf_8, buf_6, mux4_2, mux2i_1, a21oi_1, buf_2"
export IMPL_route_detailed_vias_per_inst=4.652
export IMPL_route_vias_total=935
export IMPL_drt_wirelength_per_cell_um=15.76
export IMPL_final_cells=201
export IMPL_die_w_um=82
export IMPL_synth_cells_yosys=99
export IMPL_finalHoldViolCount=0
export IMPL_setup_repair_after_global_routing_missed_its_margin="true"
export IMPL_detailedRoute_firstIterationViolations=66
## layout make-up
type                            instances  area, µm²  share of cell area
Timing Repair Buffer                   77      635.6              0.4251
Tap cell                               48      60.06             0.04017
Inverter                                4      20.02             0.01339
Multi-Input combinational cell         72      779.5              0.5213
## tightest hold or removal path, stage by stage
cell                              delay [ns]
sky130_fd_sc_hd__buf_8                  0.08
sky130_fd_sc_hd__buf_12                 0.13
sky130_fd_sc_hd__nor3_4                 0.05
sky130_fd_sc_hd__clkdlybuf4s15_1        0.16
## what timing repair did
action,in CTS,in global routing
setup buffers,21,2
resized,126,34
endpoints found under the setup margin,16,15
cloned,1,0
pin swaps,18,8
hold buffers,0,0
## metal layers
| layer | global-route usage | share of wire | up-vias |
|---|---|---|---|
| li1 | - | - | 451 |
| met4 | 0.02381 | 0.018 | 0 |
| met1 | 0.1149 | 0.46 | 443 |
| met3 | 0.01872 | 0.061 | 6 |
| met5 | 0 | 0 | - |
| met2 | 0.1489 | 0.47 | 35 |
## kinds of logic after synthesis
| logic type | Yosys count | synth area share |
|---|---|---|
| muxes | 29 | 0.4470 |
| and+or+nand+nor | 25 | 0.1630 |
| AOI/OAI and AO/OA | 18 | 0.1395 |
| buffers and inverters | 27 | 0.2504 |
## power groups by stage
stage         clock network [mW]  logic, mW  registers (mW)
CTS                            0      0.356               0
global route                   0      0.420               0
finish                         0      0.391               0
## through the flow
stage / setup TNS [ns] / area [µm²] / hold WS [ns]
after detailed placement: -11.71 / 1164 / 1.863
after floorplan: 0 / 744.5 / 0.9953
after CTS: -0.1539 / 1423 / 1.335
after global placement: -11.38 / 1164 / 1.866
after global routing: -0.7908 / 1495 / 1.220
final: -0.2528 / 1495 / 1.188
## worst max-delay path by stage
stage            from     end  slack, ns  cells after the start
finish        ctrl[1]  out[0]      -0.06                      8
CTS           ctrl[1]  out[0]      -0.07                      8
global route  ctrl[1]  out[1]      -0.12                     10
## cell usage in the layout, fill, tap and decap left out, drive strengths merged
cell type and count:
a21oi 5, dlymetal6s2s 1, mux2 1, mux2i 25, clkdlybuf4s15 7, or2 1
nand2b 3, nor2b 2, nor2 13, nand3b 2, clkbuf 4, a31oi 1
clkdlybuf4s50 1, buf 59, dlygate4sd2 5, o22ai 5, mux4 3, a211oi 1
inv 4, nor3 4, o21ai 5, o221ai 1
No activity file was given, so power comes from the tool's default toggle rates.
